## config.mk

```make
export PLATFORM = sky130hd
export DESIGN_NAME = ForwardingUnit
export DESIGN_NICKNAME = ForwardingUnit
export VERILOG_FILES = /design/flow/design.v
export SDC_FILE = /design/flow/constraint.sdc
export NUM_CORES = 4
export LEC_CHECK = 1
export CORE_AREA = 10 10 70 70
export DIE_AREA = 0 0 80 80
```

## constraint.sdc

```tcl
current_design ForwardingUnit

set clk_period 1.6
set clk_io_pct 0.2

create_clock -name clk0 -period $clk_period

set non_clock_inputs [all_inputs -no_clocks]
set_input_delay [expr $clk_period * $clk_io_pct] -clock clk0 $non_clock_inputs
set_output_delay [expr $clk_period * $clk_io_pct] -clock clk0 [all_outputs]
```

## design.v

```verilog
`default_nettype none
`default_nettype none
package alu_decode;
    typedef enum logic [3:0] {
        AND = 'b0000
        , OR = 'b0001
        , ADD = 'b0010
        , SLL = 'b0011
        , SRL = 'b0100
        , SUB = 'b0110
        , SLT = 'b0111
        , XOR = 'b1010
        , SLTU = 'b1011
        , SRA = 'b1101
        , LUI = 'b1110
    } AluCtrl;
endpackage
package instr_decode;
    typedef enum logic [1:0] { PC4='b00, MEM='b01, ALU='b10 } RegSrc;
endpackage
package alu_src;
    typedef enum logic [1:0] {
        IMM='b00
        , EX='b10
        , MEM='b01
        , REG='b11
    } AluSrc;
    typedef AluSrc NonImmAluSrc;
endpackage
package pc_src;
  typedef enum logic [1:0] {
    PC4 = 'b00
    , JUMP = 'b01
    , BRANCH = 'b10
  } PCSrc;
endpackage
module ForwardingUnit(
    input var i_use_imm
    , input var i_ex_reg_w_en, i_mem_reg_w_en
    , input var [4:0] i_id_rs1, i_id_rs2
    , input var [4:0] i_ex_reg_dst, i_mem_reg_dst
    , output var alu_src::NonImmAluSrc o_alu_src_a
    , output var alu_src::AluSrc o_alu_src_b
    , output var alu_src::NonImmAluSrc o_data_mem_src
  );
  always_comb
    if (i_ex_reg_w_en && i_id_rs1 == i_ex_reg_dst && i_ex_reg_dst != 0) o_alu_src_a = alu_src::EX;
    else if (i_mem_reg_w_en && i_id_rs1 == i_mem_reg_dst && i_mem_reg_dst != 0) o_alu_src_a = alu_src::MEM;
    else o_alu_src_a = alu_src::REG;
  always_comb
    if (i_use_imm) o_alu_src_b = alu_src::IMM;
    else if (i_ex_reg_w_en && i_id_rs2 == i_ex_reg_dst && i_ex_reg_dst != 0) o_alu_src_b = alu_src::EX;
    else if (i_mem_reg_w_en && i_id_rs2 == i_mem_reg_dst && i_mem_reg_dst != 0) o_alu_src_b = alu_src::MEM;
    else o_alu_src_b = alu_src::REG;
  always_comb
    if (i_ex_reg_w_en && i_id_rs2 == i_ex_reg_dst && i_ex_reg_dst != 0) o_data_mem_src = alu_src::EX;
    else if (i_mem_reg_w_en && i_id_rs2 == i_mem_reg_dst && i_mem_reg_dst != 0) o_data_mem_src = alu_src::MEM;
    else o_data_mem_src = alu_src::REG;
endmodule
```

## run.sh

```bash
#!/bin/bash
# OpenROAD 26Q1-2900-gdf79404cd8, Yosys 0.63+post, stock flow scripts
make -C /OpenROAD-flow-scripts/flow DESIGN_CONFIG=/design/flow/config.mk WORK_HOME=/design/flow/orfs finish
```

==> run summary <==
Implementation results. Worst ir drop on vdd landed at roughly 0.046 mV. The synthesized netlist has a Yosys-reported chip area of 287 um^2. The stage logs contain a warning count of 34. Gate count of the mapped netlist landed at 36. STA classifies the critical path endpoint as an output port. Area of the multi-input gates landed at 370 um^2. Count of filler cells inserted in the layout landed at 361.

Post-synthesis sequential area ratio landed at 0. Fraction of power consumed by sequential logic landed at 0. Part of the total power dissipated in the clock network landed at 0. Total negative setup slack landed at -1.07 ns. Worst hold margin landed at 1.12 ns. The number of global-route vias before repair came to between 400 and 500.

In the floorplan report the effective utilization is 0.0839. Input and output buffers added on the ports amount to 29. The checks that failed: negative setup slack.

Initial detailed-routing violation count landed at 8. Routed via count divided by cell count landed at approximately 3.4. Leakage power total landed at about 0.00036 uW. Area of the mapped netlist landed at between 200 and 300 um^2.

Portion of the clock cycle consumed by the worst path in the final layout landed at 1.18. In the setup report, the worst path falls into the class input port to output port. The synthesis report lists the Yosys warning total as 1. The flow ran to the end, but the final reports show violations. Die width landed at approximately 80 um.

Switching component of the power landed at just under 80 uW. Layout overhead on the synthesized area landed at 195%. Remaining antenna violation count landed at 0. Across all setup checks in the final design, the least slack found is -0.281 ns. The share of synthesized area in the top cell type comes to 0.336.

Cell depth of the worst min-delay path landed at 5. After floorplanning, the die was sized to cover approximately 0.0064 mm^2. Max-capacitance violation count landed at 0.

Share of final-layout standard cells stronger than drive strength 1 landed at 0.628. In this run the worst hold path is classified as input port to output port. According to the floorplan log, the row count is 21.

Per the detail_route report, DRC violations left total 0. Per the detailed-route log, wirelength across all metal layers totals approximately 1500 um. Looking at the max-slew report, the worst-margin pin has a slew of 0.267 ns. Yosys stat counts 36 cells in the synthesized netlist. The endpoint of the worst hold path is reported as o_alu_src_a[0]. The commonest cells after synthesis are xnor2_1 (11), xor2_1 (9), nand3_1 (3). The synthesized design spends more area on one cell type than any other, namely xnor2_1.

Per-cell routed wire length landed at 11.7 um. Setup repair after global routing could not meet its margin everywhere. Chip height landed at approximately 80 um. The first TritonRoute pass finished after 4 iterations. RePlAce ended its routability-driven mode at a weighted congestion of between 0.8 and 0.9. The worst setup path is launched from an input port.

Across all layers, the routed design uses approximately 450 vias. Endpoint arrival time on the critical path landed at 1.56 ns. STA lists the startpoint of the worst hold path as i_ex_reg_dst[0]. The design has 0 sequential cells. Number of hold-slack violations in the final timing report landed at 0. The worst path in the final design needs a cycle of 1.88 ns, including I/O delays and setup. For reference, the top cells by area after synthesis are xnor2_1 (34%), xor2_1 (28%), nand3_1 (5.2%), or4_1 (5.2%), nor2b_4 (4.8%). Fraction of the core area covered by cells at the end of the flow landed at 0.247. The HPWL after detailed placement is between 1000 and 1500 um.

The global route stage reports its total congestion overflow as 0. Entering global routing, the biggest net connects 4 pins. The max-slew check reports its worst relative slack as 0.821. Hold buffer count at CTS landed at 0. Number of top-level pins landed at 29. The data required time reported for the critical path is ~1.3 ns. The first global-routing pass estimated approximately 2300 um of wire. Final number of setup-violating endpoints landed at 6.

The final max-slew violation count recorded for this run is 0. Across every metal layer, demand over resource in global routing totals 0.0437. Switching part of the total landed at 0.392. Achievable frequency landed at 532 MHz. Power spread over the standard cell area amounts to about 230 mW/mm^2.

The number of antenna diodes in the final layout is 0. Number of distinct library cells after synthesis landed at 13. Largest fanout on the critical path landed at 2. Core region area landed at 0.00342 mm^2. Mean area per synthesized cell landed at 7.96 um^2.

Number of antenna violations at the first check in global routing landed at 0. For this run the top cell type by instance count after synthesis was xnor2_1. Internal power consumption landed at approximately 120 uW.

Of the total power, combinational logic draws 1.000. The area taken by sequential standard cells is reported as 0 um^2. Per the layout report, the design carries 0 clock buffers.
[worst max-delay path by stage]
stage | slack, ns | start | endpoint | cells past startpoint
after CTS | -0.28 | i_mem_reg_dst[3] | o_alu_src_b[1] | 7
final | -0.28 | i_mem_reg_dst[0] | o_alu_src_b[1] | 8
after global routing | -0.35 | i_mem_reg_dst[3] | o_alu_src_b[1] | 7
[cell families (layout without fill, tap and decap cells)]
group,count (synthesis),in the layout,synth area share
compound gates,3,3,0.0786
xor+xnor,20,20,0.611
buf+inv,0,50,0
simple gates,13,13,0.310
[worst max-delay path, stage by stage]
cell	delay [ns]
clkdlybuf4s15_1	0.19
buf_4	0.16
xnor2_2	0.13
nand3_2	0.11
nor4_4	0.32
buf_4	0.16
a21oi_2	0.05
buf_2	0.12
[layer usage]
metal  share of wire  vias up  routed length [um]  track usage
met5               0        -                   0            0
met4               0        0                   0            0
met3            0.13        0                 195       0.0148
met2            0.46       20                 706       0.0787
met1            0.41      199                 636       0.0516
li1                -      229                   -            -
[per-stage QoR]
step                setup slack [ns]  total power [uW]  instances  cell area, um^2
floorplan                     0.0649              50.8         36              287
detailed placement            -0.971               176        128              762
global route                  -0.353               211        132              845
CTS                           -0.280               196        132              848
finish                        -0.281               197        132              845
global placement              -0.938               175        128              762
[what timing repair did]
item,in CTS,in global routing
setup buffers,4,0
endpoints found under the setup margin,6,6
gates resized,103,4
pin swaps,18,5
[power by group through the flow]
stage                 clock [uW]  sequential, uW  combinational (uW)
after global routing           0               0                 211
final                          0               0                 197
after CTS                      0               0                 196
[placed cells by master (no fill, tap or decap)]
master,n
nand2_1,2
nand4b_1,1
xnor2_2,4
dlygate4sd2_1,6
nor2b_4,1
buf_2,9
clkbuf_2,1
nand3_2,1
clkdlybuf4s50_1,2
clkdlybuf4s15_2,1
o21ai_4,1
nor3_1,1
o21ai_2,1
nor4_4,2
xor2_1,9
buf_4,18
xnor2_1,7
buf_8,1
nand3_1,2
a21oi_2,1
clkdlybuf4s15_1,2
buf_6,10
or4_4,3
[layout make-up]
class / instances / share of cell area
multi-input cells: 36 / 0.439
well taps: 46 / 0.0681
repair buffers: 50 / 0.493
Power figures rest on the tool's default switching activity, not on a simulated workload.
