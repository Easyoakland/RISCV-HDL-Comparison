$ cat flow/run.sh
#!/bin/bash
# OpenROAD 26Q1-2900-gdf79404cd8, Yosys 0.63+post, stock flow scripts
make -C /OpenROAD-flow-scripts/flow DESIGN_CONFIG=/design/flow/config.mk WORK_HOME=/design/flow/orfs finish
$ cat flow/design.v
`default_nettype none
module RegisterFile(
    input var logic [4:0] i_r_reg_a
    , input var logic [4:0] i_r_reg_b
    , input var logic [4:0] i_w_reg
    , input var logic i_clk
    , input var logic i_w_reg_enable
    , input var logic [31:0] i_w_data
    , output var logic [31:0] o_r_data_a
    , output var logic [31:0] o_r_data_b
);
    typedef logic [31:0] Register;
    typedef Register[31:1] RegisterArray;
    RegisterArray registers;
    always_ff @(negedge i_clk)
        if (i_w_reg_enable == 1 && i_w_reg != 0) registers[i_w_reg] <= i_w_data;
    always_comb
        if (i_r_reg_a == 0) o_r_data_a = 0;
        else o_r_data_a = registers[i_r_reg_a];
    always_comb
        if (i_r_reg_b == 0) o_r_data_b = 0;
        else o_r_data_b = registers[i_r_reg_b];
endmodule
$ cat flow/constraint.sdc
current_design RegisterFile

set clk_period 3.3
set clk_io_pct 0.2

create_clock -name clk0 -period $clk_period [get_ports {i_clk}]

set non_clock_inputs [all_inputs -no_clocks]
set_input_delay [expr $clk_period * $clk_io_pct] -clock clk0 $non_clock_inputs
set_output_delay [expr $clk_period * $clk_io_pct] -clock clk0 [all_outputs]
$ cat flow/config.mk
export PLATFORM = sky130hd
export DESIGN_NAME = RegisterFile
export DESIGN_NICKNAME = RegisterFile
export VERILOG_FILES = /design/flow/design.v
export SDC_FILE = /design/flow/constraint.sdc
export NUM_CORES = 4
export LEC_CHECK = 1
export CORE_UTILIZATION = 30
==> flow_summary.toml <==
# flow metrics
[placement]
globalplace.congestion = 0.885
dp_hpwl_um = 4790
dpl-instance-area_um2 = 3370
io_buffer_count = 19
place_ws_ps = -1290

[drt]
num_antenna_cells = 0
totalWireLength_um = 6470
met2_wirelength_um = 2760
routed_via_density = 4.49
routed.top_layer = "met4"
initialDrtViolationCount = 91
wl_met3_um = 613
first_pass_iters = 45
wire_per_inst_um = 12.6
drc_errors = 4
postRouteAntennaNets = 0
vias = 2307
drt-met1-wl_um = 2960

[setup_path]
rrSetupSlack_ps = 2130
worstReg2RegEnd = "registers[24]"
path_max_fanout = 2
worst_ep_required_time_ps = 2640
critical_path_class = "register to output pin"
start_kind = "register"
startpoint = "registers[24]"
r2r_start = "registers[24]"
critPathArrivalTime_ps = 3480
ff2ff_path_depth = 3
cp-end-kind = "output pin"
crit_end = "o_r_data_a[0]"

[logic_synthesis]
async_reset_ff_share_pct = 0
synth_cells = 273
yosys_area_um2 = 2760
syn_area_um2 = 2760
top_area_share_pct = 33.8
edf_count = 31
ys_warn_count = 1
syn_area_per_cell_um2 = 10.1
area_leaders = "edfxtp_1 (34%), buf_4 (17%), a22o_1 (5.7%), mux4_2 (5.7%), mux2i_1 (4.4%)"
yosys.area.top_type = "edfxtp_1"
ys_cells = 273
synth_seq_share_pct = 33.8
ys_top_cells_by_count = "buf_4 (62), edfxtp_1 (31), nand2_1 (30)"
flop_cell = "edfxtp_1"
ys_types = 49
top_cell = "buf_4"
synth_flops = 31

[outcome]
violations = "design-rule violations, negative setup slack"
status = "complete, but fails checks"

[layout]
combGateArea_um2 = 1740
syn_to_final_growth_pct = 47.0
seq_area_um2 = 931
largest_reg_flops = 31
design_area_um2 = 4050
drive_gt1_share_pct = 41.9
fillCellCount = 768
largest_registers = "registers (31)"
largest-register = "registers"

[floorplanning]
die_w_um = 97.8
fp.dieArea_um2 = 9570
die-height_um = 97.8
core_area_um2 = 8810
io_pins = 113
fp_util_pct = 31.3
rows = 34

[job]
maxCapViolCount = 0
warning_count = 93

[sta]
fin_setup_tns_ps = -11830
final-setup-viol-count = 33
rsz0062_at_grt = "true"
fin_skew_ps = 0
maxSlewHeadroom_pct = 63.9
worst_slack_ps = -841
finalHoldViolCount = 0
worst_pin_slew_ps = 539
report.final.slew_viol_count = 0

[clock_tree]
cts_tree = "yes"
cts_buffer_depth = 2
cts.sinks = 31
cts_htree_levels = 2
cts_made_buffers = 5
postCtsHoldBufs = 0
root_buffer = "clkbuf_8"
insertion_delay_ps = 330
clkSlewWorstSetupHoldPaths_ps = 40

[global_routing]
grt_pass1_wl_um = 10400
grt_pass1_vias = 2189
grt_max_degree = 32
grt.total_usage_pct = 13.8
antenna_found_initial = 0
overflow = 0

[power]
ir_drop_uv = 175
cellPowerDensity_nw_per_um2 = 339
power.leakage_nw = 1.86

[hold_path]
hold_class = "register to register"
## cell families (layout without fill, tap and decap cells)
| group | after synthesis | count (layout) | share of synthesized area [%] |
|---|---|---|---|
| flip-flops | 31 | 31 | 33.8 |
| other | 1 | 62 | 0.136 |
| multiplexers | 30 | 30 | 14.6 |
| AND/OR/NAND/NOR | 69 | 69 | 13.8 |
| buffers and inverters | 85 | 157 | 20.5 |
| XOR/XNOR | 2 | 2 | 0.636 |
| AND-OR/OR-AND | 50 | 50 | 14.3 |
| adder cells (fa/ha/maj) | 5 | 5 | 2.27 |
## cells in the final DEF (no fill, tap or decap), types with 8 or more instances in the layout
| cell | netlist | routed |
|---|---|---|
| edfxtp_1 | 31 | 31 |
| nand2_1 | 30 | 19 |
| nand2_2 | 0 | 10 |
| inv_1 | 10 | 37 |
| mux2i_1 | 12 | 12 |
| conb_1 | 1 | 62 |
| buf_6 | 1 | 24 |
| a22o_1 | 18 | 18 |
| clkdlybuf4s50_1 | 0 | 12 |
| o21ai_2 | 0 | 8 |
| buf_4 | 62 | 66 |
## worst min path at each step
stage,from,end,slack [ps],cells after the start
CTS,registers[20],registers[20],650,1
global route,registers[20],registers[20],660,1
finish,registers[20],registers[20],640,1
## area by class of cell
| type | instances | share of cell area (%) |
|---|---|---|
| clock inverters | 33 | 3.74 |
| inverters | 9 | 1.08 |
| clock buffers | 5 | 1.70 |
| repair buffers | 110 | 24.1 |
| well taps | 108 | 3.34 |
| multi-input cells | 218 | 43.1 |
| flip-flops and latches | 31 | 23.0 |
## report_power, final
part | leakage (nW) | internal (mW) | switching, mW
Combinational | 1.34 | 0.217 | 0.163
Sequential | 0.303 | 0.474 | 0.0189
Clock | 0.215 | 0.268 | 0.231
Total | 1.86 | 0.960 | 0.412
## critical path, stage by stage, from the launching register on
cell	delay, ps
edfxtp_1	410
mux4_2	480
o22a_1	220
a22oi_2	160
o211ai_1	100
buf_2	120
## layer usage
metal	vias up	global-route usage, %
met5	-	0
met4	0	4.08
met3	11	5.81
met2	110	19.0
met1	1042	20.4
li1	1144	-
## through the flow
step	power [mW]	util, %	cells	hold WS, ps
after CTS	1.35	44.1	510	646
after global routing	1.47	46.0	514	661
after global placement	0.859	38.2	456	606
final	1.37	46.0	514	639
after floorplan	0.765	-	334	545
after detailed placement	0.860	38.2	456	615
## what timing repair did
item	in CTS	in global routing
hold endpoints to repair	0	0
setup endpoints to repair	64	33
setup buffers	18	7
pin swaps	30	24
resized	81	40
Power and IR drop assume default switching activity.
