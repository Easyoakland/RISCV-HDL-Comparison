## /design/flow/design.v

```verilog
`default_nettype none
module ImmGen(
    input var [31:0] i_instruction  
    , output var signed [31:0] o_immediate  
  );
  var logic [6:0] opcode;
  assign opcode = i_instruction[6:0];
  always_comb unique case (opcode)
    'b0010011: o_immediate = 32'(signed'(i_instruction[31:20]));
    'b0000011: o_immediate = 32'(signed'(i_instruction[31:20]));
    'b0100011: o_immediate = 32'(signed'({i_instruction[31:25], i_instruction[11:7]}));
    'b0110111: o_immediate = 32'(signed'({i_instruction[31:12], 12'b0}));
    'b1100011: o_immediate = 32'(signed'({i_instruction[31], i_instruction[7], i_instruction[30:25], i_instruction[11:8], 1'b0}));
    'b1101111: o_immediate = 32'(signed'({i_instruction[31], i_instruction[19:12], i_instruction[20], i_instruction[30:21], 1'b0}));
    default: o_immediate = 'x;  
  endcase
endmodule
```

## /design/flow/run.sh

```bash
#!/bin/bash
# OpenROAD 26Q1-2900-gdf79404cd8, Yosys 0.63+post, stock flow scripts
make -C /OpenROAD-flow-scripts/flow DESIGN_CONFIG=/design/flow/config.mk WORK_HOME=/design/flow/orfs finish
```

## /design/flow/config.mk

```make
export PLATFORM = sky130hd
export DESIGN_NAME = ImmGen
export DESIGN_NICKNAME = ImmGen
export VERILOG_FILES = /design/flow/design.v
export SDC_FILE = /design/flow/constraint.sdc
export NUM_CORES = 4
export LEC_CHECK = 1
export CORE_AREA = 10 10 70 70
export DIE_AREA = 0 0 80 80
```

## /design/flow/constraint.sdc

```tcl
current_design ImmGen

set clk_period 3.6
set clk_io_pct 0.2

create_clock -name clk0 -period $clk_period

set non_clock_inputs [all_inputs -no_clocks]
set_input_delay [expr $clk_period * $clk_io_pct] -clock clk0 $non_clock_inputs
set_output_delay [expr $clk_period * $clk_io_pct] -clock clk0 [all_outputs]
```

==> summary.txt <==
Results of the flow run.

Looking at the VDD voltage map, the peak drop is 29.03 uV. The total tool warning count stands at 32. Input and output buffers added on the ports amount to 64. After clock tree synthesis, the setup repair step added 0 buffers. The placement row count stands at 21. Data on the critical path is required at its endpoint by 2880 ps.

The initial standard-cell utilization of the core stands at 0.1114. The final sum of negative setup slack stands at 0 ps. The first global-routing pass estimated 3.539 mm of wire. The total wirelength of the detailed-routed design stands at 2.330 mm. The worst setup path is launched from an input port. The headroom to the max-slew limit stands at 0.6240. The post-layout minimum cycle time stands at 3368 ps. Per the final report, max-transition violations number 0. The flow ran to the end, and the final reports show no timing, DRC or antenna violations. Based on the critical path, the design can be clocked at up to 296.9 MHz. Max-cap violations in this run came to 0.

Setup repair after global routing left no endpoint under its margin. The total number of yosys warnings stands at 1. Looking at hold timing, the worst path starts from i_instruction[31]. Per the timing report, the biggest fanout along the worst path comes to 4. The routed via count stands at 633. The total design power stands at 0.1029 mW. The part of the cycle the worst path needs stands at 0.9355. The pre-antenna-repair detailed-routing pass consisted of 4 iterations. According to the floorplan report, the die width is 80 microns. The total cell area reported by yosys after synthesis stands at 380.4 sq um. The final timing report counts setup violations totalling 0. The min-delay analysis places its worst path in the category in2out. The global routing usage summed across all routing layers stands at 0.06719. For reference, the most critical setup path is categorized as in2out. Measured along the y axis, the die boundary spans 80 microns.

The violation tally recorded at the end of detailed-routing iteration 0 is 13. The area growth from synthesis to final layout stands at 183.6%. The synthesized instance count is 53.

Sequential cells placed in the final layout were counted as 0. The core region is 3416 sq um. The detailed-route wire length per cell stands at 14.38 microns.

The most critical setup path has its startpoint at i_instruction[4]. The via count of the first global-routing pass stands at 724. Dividing the synthesized area by the synthesized cell count gives 7.177 sq um.

The repair_antennas step left the layout with diodes totalling 0. The initial antenna violation count came to 0. The share of the Yosys chip area taken by registers is 0.

Counting endpoints that fail hold in the final report gives 0. The clock buffers instantiated in the layout total 0. STA classifies the critical path endpoint as an output pin. The transition time at the pin with the least slew margin stands at 562.8 ps. The post-DP HPWL stands at 2.045 mm. The leftover overflow at the end of global routing stands at 0. The boundary pin count stands at 64. Per the layout area report, the register area comes to 0 sq um. For this design, the CTS-stage hold fixing added 0 buffers. Routability-driven placement finished with a final weighted congestion of 0.7373. The via-per-instance ratio stands at 3.907. The critical path ends at o_immediate[1]. The count of instances resized after the clock tree is built stands at 0. The number of distinct library cells after synthesis stands at 18. Summed over all cells, the static leakage comes to 0.4772 nW. Total power normalized to cell area comes to 95.43 nW/um^2. Of the cells placed in the final design, the portion with a size suffix greater than 1 is 0.06897.

After floorplanning, the die was sized to cover 6400 sq um. The cell area that synthesis handed to floorplanning was 380.4 sq um. The largest net degree at the start of global routing stands at 18. The number of cells reported by Yosys stat comes to 53.

The count of nets left with antenna violations once routing finished came out at 0. At the worst endpoint, the arrival time is 2650 ps. The number of remaining DRC errors stands at 0.
kinds of logic (layout without fill, tap and decap cells):
group / Yosys count / in the layout / synth area share
compound gates: 28 / 28 / 0.5527
buf+inv: 5 / 68 / 0.07892
simple gates: 20 / 20 / 0.3684
cell type report:
cell class	instances	area, sq um
well taps	46	57.56
fillers	384	2337
repair buffers	68	670.6
multi-input cells	48	350.3
power by group:
part	internal [mW]	switching (mW)
clock	0	0
sequential	0	0
combinational	0.0774	0.0255
total	0.0774	0.0255
worst min-delay path by stage:
stage	endpoint	slack, ps	depth (start not counted)
finish	o_immediate[31]	2360	2
global route	o_immediate[31]	2400	2
CTS	o_immediate[31]	2370	2
metal layers:
metal  global-route usage  part of all wire
met5                    0                 0
met4                    0                 0
met3              0.04091              0.15
met2               0.1051              0.42
met1              0.08174              0.43
synth_stat cells, types with 2 or more instances:
cell | count | area, sq um
sky130_fd_sc_hd__a21o_1 | 19 | 142.6
sky130_fd_sc_hd__buf_2 | 3 | 15.01
sky130_fd_sc_hd__nand3b_1 | 2 | 15.01
sky130_fd_sc_hd__a22o_1 | 4 | 35.03
sky130_fd_sc_hd__o21ai_0 | 2 | 10.01
sky130_fd_sc_hd__nand2b_1 | 3 | 18.77
sky130_fd_sc_hd__buf_4 | 2 | 15.01
sky130_fd_sc_hd__nor2b_1 | 8 | 50.05
per-stage QoR:
stage          instances  utilization  worst slack [ps]  hold WS [ps]  instance area [sq um]
3_3_place_gp         162       0.3158             257.0          2373                   1079
3_5_place_dp         162       0.3158             229.8          2365                   1079
2_1_floorplan         53            -              1236          1503                  380.4
4_1_cts              162       0.3158             229.9          2371                   1079
6_report             162       0.3158             232.1          2357                   1079
5_1_grt              162       0.3158             97.89          2400                   1079
worst max-delay path, cell delays in order:
cell and delay, ps:
sky130_fd_sc_hd__clkdlybuf4s50_1 520, sky130_fd_sc_hd__or3b_4 420, sky130_fd_sc_hd__a21oi_2 200, sky130_fd_sc_hd__o22ai_1 170
sky130_fd_sc_hd__a22o_1 210, sky130_fd_sc_hd__clkdlybuf4s50_1 410
cells in the final DEF (no fill, tap or decap):
cell type,n
sky130_fd_sc_hd__or3b_4,1
sky130_fd_sc_hd__nor2_4,1
sky130_fd_sc_hd__clkdlybuf4s50_1,64
sky130_fd_sc_hd__o21ai_0,2
sky130_fd_sc_hd__a21o_1,19
sky130_fd_sc_hd__buf_4,4
sky130_fd_sc_hd__a22oi_1,1
sky130_fd_sc_hd__o22ai_1,1
sky130_fd_sc_hd__nor2_1,1
sky130_fd_sc_hd__nand2b_1,3
sky130_fd_sc_hd__nand3b_1,2
sky130_fd_sc_hd__nor2b_1,8
sky130_fd_sc_hd__nand4_1,1
sky130_fd_sc_hd__nand3_1,1
sky130_fd_sc_hd__nor4_1,1
sky130_fd_sc_hd__a22o_1,4
sky130_fd_sc_hd__nor4_2,1
sky130_fd_sc_hd__a21oi_2,1
Power is estimated from default activity; no workload was simulated.
